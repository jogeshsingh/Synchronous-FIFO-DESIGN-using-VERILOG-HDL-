==> design.v <==
`timescale 1ns / 1ps
module D_PRAM 
#(
  parameter WIDTH_DATA = 48 , 
            WIDTH_ADDR = 8 
)
(
 input i_wclk , 
 input i_wr_en , 
 input [WIDTH_ADDR-1:0] i_WADDR , 
 input [WIDTH_DATA-1:0] i_WDATA , 
 input i_rdclk , 
 input i_rd_en ,
 input [WIDTH_ADDR-1:0] i_RADDR , 
 output [WIDTH_DATA-1:0] o_RDATA  
);
localparam  FIFO_DEPTH = 2**WIDTH_ADDR ;
reg [WIDTH_DATA-1:0] mem[0:FIFO_DEPTH-1];
reg [WIDTH_DATA-1:0] rd_DATA = 0;
always @(posedge i_wclk)
  begin
    if(i_wr_en)
       mem[i_WADDR] <= i_WDATA ;
    end 
always @(posedge i_rdclk)
  begin  
    if(i_rd_en)
        rd_DATA <= mem[i_RADDR];
   end 
assign o_RDATA = rd_DATA ;
endmodule 
`timescale 1ns / 1ps
module Synchronous_FIFO
#(parameter A_WIDTH = 8, 
  parameter D_WIDTH = 48)
(
input i_clk    ,                                      
input i_rst_n  ,                                    
input i_wr_en  ,                                  
input i_rd_en  ,                                
input [D_WIDTH-1:0] i_data ,                  
output o_fifo_empty  ,                       
output o_fifo_full  ,                      
output o_fifo_almst_full ,                
output [D_WIDTH-1:0] o_fifo_data
    );
 reg [A_WIDTH:0] rd_cnt = 0 ;             
 reg [A_WIDTH:0] wr_cnt = 0;            
 reg [A_WIDTH:0] rd_cnt_nxt ;
 reg [A_WIDTH:0] wr_cnt_nxt ; 
 wire r_enable ;                       
 wire w_enable ;                       
  wire [A_WIDTH-1:0] o_rd_addr;
  wire [A_WIDTH-1:0] o_wr_addr ;
 assign r_enable = i_rd_en && ~o_fifo_empty ;
 assign w_enable = i_wr_en && ~o_fifo_full  ; 
 assign o_rd_addr = rd_cnt_nxt[A_WIDTH-1:0] ;
 assign o_wr_addr = wr_cnt_nxt[A_WIDTH-1:0] ; 
 localparam DEPTH_FIFO = 2**A_WIDTH ;
 always @(posedge i_clk)
    begin
       if (~i_rst_n) begin
           rd_cnt <= 0;
           wr_cnt <= 0;
        end    
      else
        begin
           rd_cnt <= rd_cnt_nxt ;
           wr_cnt <= wr_cnt_nxt ;
      end           
 end 
 always @(posedge i_clk)
    begin
         if (~i_rst_n)
          rd_cnt_nxt  <= 0;
       else
          if (r_enable)
            rd_cnt_nxt <= rd_cnt_nxt + 1'b1 ;
       else
            rd_cnt_nxt <= rd_cnt_nxt ;
   end 
   always @(posedge i_clk) 
      begin
             if (~i_rst_n)
                wr_cnt_nxt <= 0;
           else
               if (w_enable)
                 wr_cnt_nxt <= wr_cnt_nxt + 1'b1 ; 
           else
                 wr_cnt_nxt <= wr_cnt_nxt ;
      end                                   
    assign o_fifo_empty = (wr_cnt[A_WIDTH-1:0] ==  rd_cnt[A_WIDTH-1:0] );
    assign o_fifo_full  = (wr_cnt == DEPTH_FIFO-1) ;
    assign o_fifo_almst_full = (wr_cnt == DEPTH_FIFO-2);
     D_PRAM 
#(.WIDTH_DATA(D_WIDTH) , 
  .WIDTH_ADDR(A_WIDTH) 
 )
BRAM_U1(
  .i_wclk(i_clk) , 
  .i_wr_en(w_enable) , 
  .i_WADDR(o_wr_addr) , 
  .i_WDATA(i_data), 
  .i_rdclk(i_clk) , 
  .i_rd_en(r_enable) ,
  .i_RADDR(o_rd_addr) , 
  .o_RDATA(o_fifo_data)   
);
endmodule
==> run.sh <==
#!/bin/bash
# OpenROAD 26Q1-2900-gdf79404cd8, Yosys 0.63+post, stock flow scripts
make -C /OpenROAD-flow-scripts/flow DESIGN_CONFIG=/design/flow/config.mk WORK_HOME=/design/flow/orfs finish
==> config.mk <==
export PLATFORM = sky130hd
export DESIGN_NAME = Synchronous_FIFO
export DESIGN_NICKNAME = Synchronous_FIFO
export VERILOG_FILES = /design/flow/design.v
export SDC_FILE = /design/flow/constraint.sdc
export NUM_CORES = 4
export LEC_CHECK = 1
export CORE_UTILIZATION = 50
export SYNTH_MEMORY_MAX_BITS = 65536
==> constraint.sdc <==
current_design Synchronous_FIFO

set clk_period 3240.5
set clk_io_pct 0.2

create_clock -name clk0 -period $clk_period [get_ports {i_clk}]

set non_clock_inputs [all_inputs -no_clocks]
set_input_delay [expr $clk_period * $clk_io_pct] -clock clk0 $non_clock_inputs
set_output_delay [expr $clk_period * $clk_io_pct] -clock clk0 [all_outputs]
==> notes.md <==
Sorting the synthesized cells by area gives the leading types as edfxtp_1 (78%), mux4_2 (14%), mux2i_1 (2.4%), a221oi_1 (0.53%), a21oi_1 (0.46%). As reported, the later end of the worst-skew pair has a clock insertion delay of 1.18 ns. The clock-pin slew on the worst setup and hold paths was 0.06 ns. Maximum clock frequency: 1.53 MHz. Post-CTS timing repair inserted 0 buffers for setup. The area of placed instances was 497000 um^2. The number of vias per cell was 6.46. The run finished with clean final reports. The run gives 5 as the number of buffers on the longest clock path. Yosys reports that the leading cell type by area covers 78.3% of the netlist area. Endpoints with negative setup slack in the final report add up to 0.

Counting stages on the worst path, the most repeated cell is buf_4. The run gives 96 as the pin count of the biggest net entering global routing. Sequential-to-total area share from yosys stat: 78.4%. The quantity of gates resized following cts is 0, and the number of placement rows is 357. The maximum vdd ir drop came out at 0.000445 mV. The final timing report derives a shortest allowable period of 652.11 ns. The logs give 37.2% for the global-route usage over all layers and 97300 um^2 for the multi-input combinational cell area.

Per the STA report, the cell with the highest stage delay on the worst path is clkdlybuf4s50_1. The worst setup path is captured at a register. The stat command in Yosys gives a chip area of 473000 um^2. TritonCTS built the clock tree.

Per the GRT congestion report, total overflow comes to 0. The TritonCTS buffer count came out at 1268. The library cells used most frequently in the layout, excluding fill and tap cells, are edfxtp_1 (12300), mux4_2 (2898), buf_4 (1398). The global routing usage on met3 is 36.4%. Per the synth stats, the proportion of register bits with asynchronous set or reset is 0%. For the wire length of the first global-routing pass, the log shows 2100000 um.

The chip occupies 950000 um^2. The detailed router placed 232000 vias in this run. The I/O pin count was 103. The tree is rooted in a clkbuf_16. Setup repair after global routing left no endpoint under its margin. Dominant logic cell type in the layout: edfxtp_1. The run gives 1.47 ns for the transition time at the pin with the least slew margin. The run gives 1 for the instance count along the most critical hold path. The tools report the worst reg2reg path endpoint as BRAM_U1.rd_DATA[42].

The required arrival time at the worst endpoint was 3241.25 ns; the die height was 975 um. With the area overhead of the layout relative to synthesis at 13.5%, the ratio of final minimum period to clock period is 20.1%. STA classifies the critical path startpoint as an input pin. For the tally of yosys warning messages, the log shows 2. The synthesized area is 473000 um^2.

The largest area contributor in the netlist was edfxtp_1. The run gives 0 for the hold-fix buffer count after cts. The run gives 2588.39 ns as the minimum setup slack in the final design. The min-delay analysis places its worst path in the category register to register. Final clock skew: 0.106 ns.

Startpoint-to-endpoint class of the critical path: input pin to register. The total count of max-transition violations in the final report came out at 0. Setup total negative slack on the finished layout was measured at 0 ns. The busiest layer in global routing was met2.

Counting distinct cell types in the post-synthesis netlist gives 87. The wire-length estimate of the detail-placed layout is 962000 um. During placement, the flow inserted port buffers numbering 102. Among all flip-flop cells after synthesis, the most frequent one is edfxtp_1.

Cells with a size suffix above 1 make up 28.2% of the layout. The final timing report lists a hold violation count of 0. After layout, the design draws a total of 0.335 mW. The initial antenna violation count was 151. Routing resource usage on met1 recorded by global route was 41.2%. Per the summary, power density relative to cell area is 0.625 nW/um^2. The floorplan step defined a core boundary enclosing 944000 um^2. Per the post-place timing report, worst setup slack is 2587.29 ns. Per the post-synthesis report, the number of cells in the design is 20600. For this sky-water flow run, the detailed-routed wirelength per cell is reported as 42.9 um. The run gives 30 for the OpenROAD warning count. The run gives 0 for the number of routed nets with antenna violations.

The number of sinks on the clock net is 12400, and the number of detailed-route iterations in the first pass is 6. The number of design-rule violations left by the first detailed-router iteration is 17800. Registers take 371000 um^2. For the worst flop-to-flop path, the logic depth is 13.

Across all register-to-register paths, the minimum setup slack is 3232.04 ns. The highest cell delay on the worst timing path works out to 0.75 ns. The OpenROAD report gives the critical path a data arrival time of 652.86 ns. The routed design has 1540000 um of wire.

The total DRC errors in the routed layout was 0; the last weighted congestion value of the routability-driven placer was 0.964. The run gives 7 as the deepest level of the CTS H-tree. For reference, the critical path cell chain is clkdlybuf4s50_1 -> a21boi_1 -> and3_1 -> nand2_4 -> buf_4 -> buf_4 -> nor2_4 -> buf_4. The leakage dissipation was 164 nW; the synthesized area per cell was 23.0 um^2. Largest fanout on the critical path: 31.

For the worst slew margin relative to its limit, the log shows 2.14%. Source of the worst hold timing path: wr_cnt_nxt[1]. The run gives 48.1% for the met2 demand-to-capacity share in global routing.

With the count of filler cells inserted in the layout at 67100, the final cell area excluding filler cells is 537000 um^2. The die is 975 um wide. The post-synthesis sequential element count was 12400; the effective utilization at floorplan was 50.1%. STA lists the startpoint of the worst register-to-register path as rd_cnt_nxt[0].

With the via count of the first global-routing pass at 253000, the count of library flops with an enable pin is 12300. The number of cells reported by Yosys stat comes to 20600. For the tally of max-capacitance violations, the log shows 0.

Looking at the hold checks, the worst path lands on wr_cnt[1].
sequential cells by signal, indices dropped and copies added, names as in the netlist:
register and count:
BRAM_U1.mem 12288, BRAM_U1.rd_DATA 48, wr_cnt 9, wr_cnt_nxt 9
rd_cnt 8, rd_cnt_nxt 8
cell type report:
type | count | share of cell area (%)
Multi-Input combinational cell | 7009 | 18.1
Timing Repair Buffer | 1538 | 2.33
Antenna cell | 196 | 0.0913
Sequential cell | 12400 | 69.1
Clock inverter | 698 | 1.20
Tap cell | 12600 | 2.93
Clock buffer | 1569 | 6.22
Inverter | 11 | 0.0144
kinds of logic (layout without fill, tap and decap cells):
logic type | after synthesis | after routing | synth area share, %
adder cells (fa/ha/maj) | 5 | 5 | 0.0132
AND/OR/NAND/NOR | 1114 | 1114 | 0.998
other | 0 | 196 | 0
AND-OR/OR-AND | 1810 | 1810 | 2.60
flip-flops | 12400 | 12400 | 78.4
buffers and inverters | 1204 | 3816 | 1.61
XOR/XNOR | 22 | 22 | 0.0407
multiplexers | 4058 | 4058 | 16.3
worst max path at each step:
stage         cells after the start     from              endpoint
finish                            8  i_wr_en   BRAM_U1.mem[47][11]
global route                      8  i_wr_en  BRAM_U1.mem[239][13]
CTS                               8  i_wr_en  BRAM_U1.mem[252][25]
power breakdown:
| part | internal (mW) | leakage [nW] | total, mW | switching (mW) |
|---|---|---|---|---|
| combinational | 0.00638 | 33.5 | 0.0175 | 0.0111 |
| clock | 0.0803 | 19.4 | 0.142 | 0.0613 |
| sequential | 0.176 | 111 | 0.176 | 0.0000834 |
| total | 0.263 | 164 | 0.335 | 0.0725 |
layer usage:
metal	routed length [um]	vias to the layer above
met3	356000	3140
met5	12400	-
met2	676000	19400
met4	87200	257
li1	-	91900
met1	410000	118000
worst max-delay path: cells and delay by family:
| family | cells | cell delay, ns |
|---|---|---|
| buffers and inverters | 4 | 2.21 |
| AND/OR/NAND/NOR | 3 | 1.66 |
| AND-OR/OR-AND | 1 | 0.71 |
stage by stage:
step                      std cells  hold WS [ns]  utilization, %
final                         36000         0.615            56.9
after CTS                     35800         0.586            56.8
after global routing          35900         0.613            56.9
after detailed placement      33500         0.584            52.6
after global placement        33500         0.604            52.6
after floorplan               20600         0.439               -
synth_stat cells, drive strengths merged, types with 13 or more instances:
cell and number:
a2111oi 23, a211oi 88, a21o 16, a21oi 433
a221o 20, a221oi 291, a22o 27, a22oi 115
a31oi 58, and2 40, and3 13, buf 771
clkbuf 420, dfxtp 34, edfxtp 12300, mux2 21
mux2i 1118, mux4 2919, nand2 438, nand3 58
nand4 13, nor2 421, nor2b 33, nor3 43
nor4 15, o2111ai 13, o211ai 36, o21ai 272
o221ai 110, o22ai 192, o31ai 13, o32ai 14
xnor2 13
No activity file was given, so power comes from the tool's default toggle rates.
